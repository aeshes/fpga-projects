$ cat flow/config.mk
export PLATFORM = sky130hd
export DESIGN_NAME = counter
export DESIGN_NICKNAME = counter
export VERILOG_FILES = /design/flow/design.v
export SDC_FILE = /design/flow/constraint.sdc
export NUM_CORES = 4
export LEC_CHECK = 1
export CORE_AREA = 10 10 105 105
export DIE_AREA = 0 0 115 115
$ cat flow/constraint.sdc
current_design counter

set clk_period 6.3
set clk_io_pct 0.2

create_clock -name clk0 -period $clk_period [get_ports {clk}]

set non_clock_inputs [all_inputs -no_clocks]
set_input_delay [expr $clk_period * $clk_io_pct] -clock clk0 $non_clock_inputs
set_output_delay [expr $clk_period * $clk_io_pct] -clock clk0 [all_outputs]
$ cat flow/design.v
module counter(input wire clk, 
	       input wire [1:0] key,
	       output wire [7:0] led);
reg [31:0] counter;
always @(posedge clk) begin
	if (key[0] == 1'b0)
		counter <= 0;
	else if (key[1] == 1'b1)
		counter <= counter - 1;
	else counter <= counter + 1;
end
assign led = counter [27:20];
endmodule
$ cat flow/run.sh
#!/bin/bash
# OpenROAD 26Q1-2900-gdf79404cd8, Yosys 0.63+post, stock flow scripts
make -C /OpenROAD-flow-scripts/flow DESIGN_CONFIG=/design/flow/config.mk WORK_HOME=/design/flow/orfs finish
==> results_dict.tcl <==
# yosys + openroad results
set metrics [dict create \
    internal_power_uw 676.0 \
    numCtsBuffers 3 \
    die_area_um2 13230 \
    criticalPathCategory "primary input to flop" \
    vias 1921 \
    slew_violations 0 \
    num_antenna_cells 0 \
    wl_per_cell_um 12.42 \
    std_cell_rows 34 \
    pin_count 11 \
    vdd_drop_max_uv 189.6 \
    n_fill_cell 964 \
    chipWidth_um 115 \
    cp_max_fo 17 \
    yosysWarnings 1 \
    mux_share_pct 1.297 \
    yosys_area_um2 2316 \
    ys_sh_xor_pct 7.185 \
    syn_avg_cell_area_um2 8.242 \
    post_cts_buffers 0 \
    arrival_ns 4.33 \
    warnings 25 \
    synth-edff-count 0 \
    largest_register_ff_count 28 \
    cts_tree "yes" \
    critPathRequiredTime_ns 6.47 \
    vias_per_cell 4.990 \
    critPathLaunchType "primary input" \
    final_hold_viol_count 0 \
    portBuffers 10 \
    cts_resized 0 \
    path_clk_slew_ns 0.11 \
    post-route-util_pct 28.24 \
    fmax_mhz 240.2 \
    grt_pass1_vias 1839 \
    power.share.switching_pct 43.31 \
    regMostFlops "counter" \
    drc_errors 0 \
    clock_sinks 28 \
    gp_routability_congestion 0.8926 \
    grt_pass1_wl_um 8362 \
    grt.overflow.total 0 \
    antenna_found_initial 0 \
    clockRootBuffer "clkbuf_8" \
    clock_path_buffers 2 \
    flop_cell "dfxtp_1" \
    simple_gate_share_pct 19.02 \
    ys_ff 28 \
    synthAdderAreaFrac_pct 14.91 \
    grt_start_max_net_pins 24 \
    setup_viol 0 \
    power.leakage_nw 0.9959 \
    p_total_mw 1.192 \
    synthCells 281 \
    reg_top3 "counter: 28 flops" \
    hold_path_class "flop to flop" \
    r2r_slack_ns 3.72 \
    top_logic_kind "AND-OR/OR-AND gates" \
    syn_area_um2 2316 \
    dr.pass1.iters 4 \
    tns_ns 0 \
    tightest_slew_ns 0.7742 \
    drv_cap 0 \
    synthArstFlopShare_pct 0 \
    clock_latency_ns 0.28 \
    fp_util_pct 26.43 \
    finalCritPeriodShare_pct 66.07 \
    setup_ws_ns 2.137 \
    track_usage_pct 7.359 \
    ys_seq_share_pct 24.20 \
    first_iter_violations 135 \
    maxSlewHeadroom_pct 48.22 \
    final_cell_mix "32 x nor2_1, 28 x dfxtp_1, 26 x ha_1, 24 x nand2_1, 22 x a21oi_1" \
    endpoint_kind "flop" \
    clock_skew_ns 0.007211 \
    powerDensity_nw_per_um2 481.8 \
    h-tree-depth 1 \
    final_layout_size_suffix_gt1_share_pct 8.303 \
    wl_um 4780 \
    area_delta_synth_final_pct 6.861 \
    fp.dieH_um 115 \
    dpl-instance-area_um2 2404 \
    cts_hold_buf 0 \
    ys_sh_aoi_pct 25.39 \
    final_cell_area_um2 2475 \
    synth.distinct_cells 59 \
    core_um2 8763 \
    ant_nets 0 \
    power_frac_clock_pct 12.2 \
    ys_cells 281 \
    mostFrequentLayoutCell "nor2_1" \
    seq_power_share_pct 24.0 \
    combPwrFrac_pct 63.8 \
    power_switching_uw 516.3 \
    status "completed" \
    rsz0062_at_grt "no" \
    fin_crit_ns 4.163 \
    hpwlAfterDp_um 3687 \
    post-place-ws_ns 1.865 \
]
## cell families after synthesis
| logic type | count (synthesis) |
|---|---|
| and+or+nand+nor | 93 |
| xor gates and xnor gates | 19 |
| AOI/OAI and AO/OA | 85 |
| muxes | 3 |
| adders and majority gates | 27 |
| buffers and inverters | 26 |
| DFF | 28 |
## power by group through the flow
stage         clock (mW)  combinational [mW]  sequential [mW]
finish             0.146               0.761            0.286
global route       0.157               0.857            0.295
CTS                0.151               0.763            0.287
## per-layer routing
layer	global-route usage, %	vias to the layer above	wire (um)	part of all wire, %
met5	0	-	0	0
met4	0.7426	0	23	0.48
met3	1.266	2	181	3.8
met2	11.34	24	2073	43
met1	10.94	884	2501	52
li1	-	1011	-	-
## stage by stage
stage,hold slack (ns),cells
final,0.4764,385
after floorplan,0.4270,281
after CTS,0.4720,385
after global routing,0.4942,385
after detailed placement,0.4453,381
after global placement,0.4448,381
## layout make-up
| class | count | area, um2 | share of cell area (%) |
|---|---|---|---|
| clock inverters | 1 | 30.03 | 1.213 |
| well taps | 108 | 135.1 | 5.460 |
| flip-flops and latches | 28 | 560.5 | 22.65 |
| inverters | 6 | 22.52 | 0.9100 |
| multi-input cells | 227 | 1570 | 63.45 |
| clock buffers | 3 | 41.29 | 1.668 |
| repair buffers | 12 | 115.1 | 4.651 |
## path summary, 6_finish.rpt
kind	startpoint	end	cells after the start
hold / removal	counter[0]$_SDFF_PN0_	counter[0]$_SDFF_PN0_	1
setup / recovery	key[1]	counter[26]$_SDFF_PN0_	10
setup reg to reg	counter[0]$_SDFF_PN0_	counter[26]$_SDFF_PN0_	9
hold reg to reg	counter[0]$_SDFF_PN0_	counter[0]$_SDFF_PN0_	1
## cells in the mapped netlist, types with 3 or more instances
cell,number,area [um2]
nand2_1,24,90.09
a211oi_1,6,45.04
buf_6,3,33.78
xor2_1,10,87.58
a21o_2,3,26.28
nor3_1,4,20.02
nand3_1,6,30.03
clkbuf_1,3,11.26
buf_4,10,75.07
inv_1,5,18.77
xnor2_1,9,78.83
ha_1,26,325.3
a21oi_1,22,110.1
o211ai_1,3,22.52
a21o_1,3,22.52
nand2b_1,4,25.02
mux2i_1,3,30.03
dfxtp_1,28,560.5
a31oi_1,5,31.28
nand4_1,6,37.54
o21ai_0,18,90.09
nor2_1,32,120.1
a31o_2,3,26.28
and2_1,3,18.77
## critical path, cell delays in order
cell             delay [ns]
clkdlybuf4s50_1        0.97
inv_1                  0.12
fa_1                   0.41
and2b_2                0.26
o2111ai_2              0.17
a2111oi_2              0.45
a211oi_2               0.12
o21ai_2                0.27
a32oi_1                0.16
mux2i_1                0.14
No activity file was given, so power comes from the tool's default toggle rates.
